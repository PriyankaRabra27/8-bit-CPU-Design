==> /design/flow/design.v <==
`timescale 1ns / 1ps
module ALU(
    input wire [7:0]a,
    input wire [7:0]b,
    input wire [2:0]sel,
    output reg [7:0]y,
    output wire z
    );
    always@(*) begin
        case(sel)
            3'b000 : y = b;       
            3'b001 : y = a + b;   
            3'b010 : y = a - b;   
            3'b011 : y = a & b;   
            3'b100 : y = a | b;   
            default : y = 8'h00;  
        endcase                   
    end
    assign z = (y == 8'h00);
endmodule
module cpu_top (
    input  wire       clk,
    input  wire       rst_n,
    output reg  [7:0] out_port
);
    reg [7:0]  pc;
    reg [15:0] ir;
    reg [7:0]  acc;
    reg        zf;
    wire [15:0] rom_data;
    ROM u_rom (
        .addr(pc),
        .data(rom_data)
    );
    wire [3:0] opcode = ir[15:12];
    wire [7:0] imm    = ir[7:0];
    reg  [2:0] alu_sel;
    wire [7:0] alu_y;
    wire       alu_z;
    ALU u_alu (
        .a   (acc),
        .b   (imm),
        .sel (alu_sel),
        .y   (alu_y),
        .z   (alu_z)
    );
    reg [2:0] state, next_state;
    parameter S_FETCH     = 3'd0;
    parameter S_DECODE    = 3'd1;
    parameter S_EXEC_ALU  = 3'd2;
    parameter S_EXEC_BR   = 3'd3;
    parameter S_EXEC_OUT  = 3'd4;
    always @(*) begin
        next_state = state;
        case (state)
            S_FETCH: next_state = S_DECODE;
            S_DECODE: begin
                case (opcode)
                    4'h0: next_state = S_FETCH;       
                    4'h1,
                    4'h2,
                    4'h3,
                    4'h4,
                    4'h5: next_state = S_EXEC_ALU;    
                    4'h6,
                    4'h7: next_state = S_EXEC_BR;     
                    4'h8: next_state = S_EXEC_OUT;    
                    default: next_state = S_FETCH;
                endcase
            end
            S_EXEC_ALU: next_state = S_FETCH;
            S_EXEC_BR:  next_state = S_FETCH;
            S_EXEC_OUT: next_state = S_FETCH;
            default: next_state = S_FETCH;
        endcase
    end
    always @(*) begin
        alu_sel = 3'b000;   
        case (opcode)
            4'h1: alu_sel = 3'b000;  
            4'h2: alu_sel = 3'b001;  
            4'h3: alu_sel = 3'b010;  
            4'h4: alu_sel = 3'b011;  
            4'h5: alu_sel = 3'b100;  
            default: alu_sel = 3'b000;
        endcase
    end
    always @(posedge clk) begin
        if (!rst_n) begin
            state    <= S_FETCH;
            pc       <= 8'h00;
            ir       <= 16'h0000;
            acc      <= 8'h00;
            zf       <= 1'b1;
            out_port <= 8'h00;
        end else begin
            state <= next_state;
            case (state)
                S_FETCH: begin
                    ir <= rom_data;
                    pc <= pc + 8'h01;
                end
                S_EXEC_ALU: begin
                    acc <= alu_y;
                    zf  <= alu_z;
                end
                S_EXEC_BR: begin
                    if (opcode == 4'h6) begin
                        pc <= imm;         
                    end else if (opcode == 4'h7) begin
                        if (zf)
                            pc <= imm;     
                    end
                end
                S_EXEC_OUT: begin
                    out_port <= acc;
                end
                default: ;
            endcase
        end
    end
endmodule
`timescale 1ns / 1ps
module ROM(
    input wire [7:0] addr,   
    output reg [15:0] data   
    );
    always@(*) begin
        case(addr)
            8'h00: data = {4'h1,4'h0,8'h01};  
            8'h01: data = {4'h8,4'h0,8'h00};  
            8'h02: data = {4'h2,4'h0,8'h01};  
            8'h03: data = {4'h8,4'h0,8'h00};  
            8'h04: data = {4'h6,4'h0,8'h01};  
            default : data = 16'h0000;  
         endcase
    end         
endmodule
==> /design/flow/run.sh <==
#!/bin/bash
# OpenROAD 26Q1-2900-gdf79404cd8, Yosys 0.63+post, stock flow scripts
make -C /OpenROAD-flow-scripts/flow DESIGN_CONFIG=/design/flow/config.mk WORK_HOME=/design/flow/orfs finish
==> /design/flow/config.mk <==
export PLATFORM = sky130hd
export DESIGN_NAME = cpu_top
export DESIGN_NICKNAME = cpu_top
export VERILOG_FILES = /design/flow/design.v
export SDC_FILE = /design/flow/constraint.sdc
export NUM_CORES = 4
export LEC_CHECK = 1
export CORE_AREA = 10 10 109 109
export DIE_AREA = 0 0 119 119
==> /design/flow/constraint.sdc <==
current_design cpu_top

set clk_period 3.7
set clk_io_pct 0.2

create_clock -name clk0 -period $clk_period [get_ports {clk}]

set non_clock_inputs [all_inputs -no_clocks]
set_input_delay [expr $clk_period * $clk_io_pct] -clock clk0 $non_clock_inputs
set_output_delay [expr $clk_period * $clk_io_pct] -clock clk0 [all_outputs]
==> flow_metrics.py <==
# Flow results
metrics = {
    "run_status": {
        "outcome": "complete, no violations",
    },
    "floorplan": {
        "coreArea_um2": 9640,
        "row_count": 36,
        "fp_util": 0.214,
        "die_w_um": 119,
        "ios": 10,
        "chip_area_um2": 14200,
        "die_height_um": 119,
    },
    "synthesis": {
        "ys_types": 50,
        "numSynthFlops": 36,
        "synth_async_sr_flop_share": 0,
        "syn_avg_cell_area_um2": 8.51,
        "synth_area_um2": 2060,
        "edf_count": 0,
        "ys_seq_share": 0.350,
        "yosysWarnings": 3,
        "synthCells": 242,
        "ys_area_um2": 2060,
        "ys_cells": 242,
        "flop_cell": "dfxtp_1",
    },
    "detailed_routing": {
        "wl_per_cell_um": 10.7,
        "vias": 1656,
        "drtPass1Iterations": 4,
        "drc": 0,
        "wirelength_um": 4130,
        "first_iter_violations": 99,
        "vias_per_cell": 4.29,
        "n_antenna_cell": 0,
        "ant_nets": 0,
    },
    "clock_tree": {
        "clkTransAtPathRegs_ns": 0.08,
        "cts_tree": "done",
        "cts_buffer_depth": 2,
        "h-tree-depth": 2,
        "post_cts_buffers": 0,
        "cts_root_buf": "clkbuf_8",
        "cts_buffers": 5,
        "cts_hold_buf": 0,
        "clock-sinks": 36,
        "clk_latency_ns": 0.29,
        "cts_resized": 0,
    },
    "critical_path": {
        "reg2reg_slack_ns": 0.83,
        "critPathKind": "reg -> reg",
        "required_ns": 3.83,
        "crit_fanout": 11,
        "cp-startpoint": "ir[13]",
        "endpoint_kind": "flip-flop",
        "r2r-start": "ir[13]",
        "arrival_ns": 3.00,
        "r2r_cells": 10,
        "worstSetupEndpoint": "zf",
        "critPathLaunchType": "flip-flop",
        "r2r-end": "zf",
    },
    "cells_and_area": {
        "fin_util": 0.247,
        "drive_gt1_frac": 0.0791,
        "fill_cells": 1058,
        "area_delta_synth_final_pct": 15.7,
    },
    "placement": {
        "dp_slack_ns": 0.862,
        "place_congestion": 0.836,
        "dp_hpwl_um": 3100,
        "port_buffers": 9,
    },
    "final_timing": {
        "relSlewSlack": 0.403,
        "setup_slack_ns": 0.827,
        "hold_viol_final": 0,
        "period_minus_slack_ns": 2.87,
        "tightest_slew_ns": 0.893,
        "grt_setup_unrepaired": "false",
        "slew_viol_final": 0,
        "tns_ns": 0,
        "period_used_share": 0.777,
        "setup_viol": 0,
        "skew_ns": 0.0114,
        "timing.fmax_mhz": 348,
    },
    "pwr": {
        "power.switching_mw": 0.283,
        "vdd_drop_max_mv": 0.140,
        "power_leakage_nw": 0.892,
        "clkPwrFrac": 0.305,
        "intPower_mw": 0.619,
        "total_power_mw": 0.902,
        "seqPwrFrac": 0.475,
        "swShare": 0.314,
        "power_density_nw_per_um2": 379,
        "p_comb_frac": 0.220,
    },
    "grt": {
        "grt-busiest-layer": "met2",
        "met3_usage": 0.0168,
        "globalRouteMet2Util": 0.0889,
        "grt_pass1_vias": 1520,
        "grt_max_degree": 15,
        "grt_usage": 0.0573,
        "grt_pass1_wl_um": 6990,
        "grt-ovfl-total": 0,
        "antenna_found_initial": 0,
        "grt_util_met1": 0.0799,
    },
    "min_path": {
        "min_path_type": "reg -> reg",
    },
    "job": {
        "warnings": 30,
        "cap_violations": 0,
    },
}
final cells by class:
cell class	count	area [µm²]	area share
repair buffers	12	113	0.0473
flip-flops and latches	36	721	0.303
multi-input cells	184	1250	0.523
clock inverters	3	18.8	0.00788
clock buffers	5	68.8	0.0289
inverters	13	48.8	0.0205
well taps	133	166	0.0699
placed cells by master, fill, tap and decap left out, drive strengths merged, types with 2 or more instances in the layout:
cell | synthesis | final
or3b | 2 | 2
clkdlybuf4s50 | 0 | 9
and3 | 4 | 4
nand2 | 27 | 27
o31ai | 2 | 2
nand3 | 4 | 4
nor2b | 12 | 12
a31oi | 2 | 2
nor3b | 7 | 7
xor2 | 5 | 5
clkinv | 0 | 3
dfxtp | 36 | 36
o2111ai | 2 | 2
o21ai | 11 | 11
o211a | 2 | 2
nor2 | 23 | 23
and2 | 4 | 4
mux2i | 9 | 9
buf | 3 | 3
o31a | 2 | 2
inv | 13 | 13
a21boi | 5 | 5
xnor2 | 4 | 4
nand2b | 5 | 5
a41o | 2 | 2
clkbuf | 6 | 5
ha | 13 | 13
or3 | 2 | 2
nor3 | 6 | 6
a21oi | 9 | 9
nand4 | 5 | 5
power by group through the flow:
stage	clock network [mW]	registers, mW	logic (mW)
after CTS	0.283	0.429	0.199
final	0.275	0.429	0.198
after global routing	0.298	0.432	0.230
critical path: stages (launching register included):
cell and delay, ns:
dfxtp_1 0.48, or3b_1 0.53, o21ai_4 0.29, inv_2 0.10, fa_1 0.42, nand2b_1 0.17, a21oi_1 0.21, mux2i_1 0.25
nor2_1 0.07, nand4_1 0.11, o311ai_2 0.08
Yosys cell counts, drive strengths merged, types with 3 or more instances:
library cell	count	area share
a21boi	5	0.018
a21oi	9	0.022
and2	4	0.012
and3	4	0.012
buf	3	0.0097
clkbuf	6	0.011
dfxtp	36	0.35
ha	13	0.079
inv	13	0.024
mux2i	9	0.044
nand2	27	0.049
nand2b	5	0.015
nand3	4	0.0097
nand4	5	0.015
nor2	23	0.042
nor2b	12	0.036
nor3	6	0.015
nor3b	7	0.026
o21ai	11	0.032
xnor2	4	0.021
xor2	5	0.021
through the flow:
step                std cells  hold slack (ns)  instance area [µm²]
floorplan                 242            0.423                 2060
global placement          378            0.449                 2290
detailed placement        378            0.446                 2290
CTS                       386            0.457                 2380
global route              386            0.476                 2380
finish                    386            0.452                 2380
per-layer routing:
metal / wire length [µm] / vias to the layer above
met1: 2090 / 764
met3: 209 / 4
li1: - / 865
met2: 1780 / 23
met4: 48 / 0
met5: 0 / -
registers in the layout, indices dropped and copies added, names as in the netlist, named ones only:
name	flops
ir	5
pc	8
state	3
acc	8
out_port	8
zf	1
cells by family (layout without fill, tap and decap cells):
family                     after synthesis  count (layout)  share of synthesized area
AOI/OAI and AO/OA                       45              45                      0.159
adders and majority gates               14              14                     0.0888
and+or+nand+nor                        107             107                      0.272
DFF                                     36              36                      0.350
buffers and inverters                   22              33                     0.0444
xor gates and xnor gates                 9               9                     0.0419
muxes                                    9               9                     0.0438
how the worst min path moves through the flow:
stage	startpoint	to	slack, ns	cells past startpoint
global route	flip-flop	state[1]	0.48	1
finish	flip-flop	state[0]	0.45	2
CTS	flip-flop	state[0]	0.46	2
Power figures rest on the tool's default switching activity, not on a simulated workload.
